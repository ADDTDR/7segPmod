==> flow/design.v <==
`timescale 1ns / 1ps
module led_mon(
    input clck,
    input [3:0] tx_d,
    output  latchPin,
    output  dataPin,
    output  clockPin   
    );
reg [1:0] state = 'd1;
reg [7:0] tx_buf;
reg [30:0] counter;
reg clock_reg_div_800;
reg dout_reg;
reg latch_reg;
reg [3:0] bit_index = 4'h0;
localparam DONE= 'd0, 
           IDLE= 'd1,
           SEND= 'd2;
assign clockPin = (state == SEND) ? clock_reg_div_800 : 1'b0;
assign dataPin =  (state == SEND) ? dout_reg  : 1'b0;
assign latchPin =  latch_reg;
initial
    clock_reg_div_800 <= 0;    
always@(posedge (clck)) 
        begin
            if(counter == 399 )
                clock_reg_div_800 <= ~clock_reg_div_800;
            if(counter != 399 ) 
                counter <= counter + 1;
            else 
                counter <= 0;     
        end 
always@(negedge (clock_reg_div_800))
           if (bit_index < 8)
              latch_reg <= 0;
           else 
              latch_reg <= 1;
always@(negedge (clock_reg_div_800))
           begin 
               if (bit_index != 8) 
                   bit_index <= bit_index + 1; 
               else 
                   bit_index <= 0;                   
           end 
always@(negedge clock_reg_div_800)begin
        case(state)
          IDLE:begin
                if (tx_d == 0)
                 tx_buf <= 8'b11111011;
                if (tx_d == 1)
                 tx_buf <= 8'b00000011;
                if (tx_d == 2) 
                 tx_buf <= 8'b11110110;            
                if (tx_d == 3 )
                 tx_buf <= 8'b11010111;
                if (tx_d == 4 )
                 tx_buf <= 8'b00001111;
                if (tx_d == 5 )
                 tx_buf <= 8'b11011101;
                if (tx_d == 6 )
                 tx_buf <= 8'b11111101;
                if (tx_d == 7 )
                 tx_buf <= 8'b00010011;
                if (tx_d == 8)
                 tx_buf <= 8'b11111111;
                if (tx_d == 9)
                 tx_buf <= 8'b11011111;
                if(bit_index == 8)
                    state <= SEND;
          end 
          SEND:begin  
            dout_reg <= (tx_buf & (1 <<  bit_index) ) >> bit_index;
            if (bit_index == 8)
                state <= DONE;            
          end
          DONE:begin
            state <= IDLE;
          end 
        endcase
    end 
endmodule
`timescale 1ns / 1ps
module top(
    input GCLK,
    output JA1,
    output JA2,
    output JA3
    );
reg [27:0] clock = 0; 
reg cc; 
reg [3:0] tx_d = 4'h0;
reg [3:0] i = 3'b0;
led_mon LDM (
    .clck(GCLK),
    .tx_d(tx_d),
    .latchPin(JA2),
    .dataPin(JA3),
    .clockPin(JA1)
    ); 
  always@(posedge GCLK)begin 
      clock <= clock + 1;
      cc <= clock[25];
   end 
     always@(negedge cc)
        begin
          tx_d <= i;
          if (i == 9)
            i <= 0;
          else   
            i <= i + 1;
         end  
endmodule
==> flow/run.sh <==
#!/bin/bash
# OpenROAD 26Q1-2900-gdf79404cd8, Yosys 0.63+post, stock flow scripts
make -C /OpenROAD-flow-scripts/flow DESIGN_CONFIG=/design/flow/config.mk WORK_HOME=/design/flow/orfs finish
==> flow/config.mk <==
export PLATFORM = sky130hd
export DESIGN_NAME = top
export DESIGN_NICKNAME = top
export VERILOG_FILES = /design/flow/design.v
export SDC_FILE = /design/flow/constraint.sdc
export NUM_CORES = 4
export LEC_CHECK = 1
export CORE_UTILIZATION = 50
==> flow/constraint.sdc <==
current_design top

set clk_period 4.2
set clk_io_pct 0.2

create_clock -name clk0 -period $clk_period [get_ports {GCLK}]

set non_clock_inputs [all_inputs -no_clocks]
set_input_delay [expr $clk_period * $clk_io_pct] -clock clk0 $non_clock_inputs
set_output_delay [expr $clk_period * $clk_io_pct] -clock clk0 [all_outputs]
==> git commit body <==
Record implementation results from latest flow run

- Average via count per standard cell: between 5 and 6
- The timer found 23 register pins that no clock reaches; their paths are not timed.
- Max_slew headroom: about three fifths
- Count of hold buffers inserted by post-cts repair: 0
- Wire length of the first global-routing pass: a little over 9000 um
* Pin count of the biggest net entering global routing: 17
- Largest buffer count on any clock path: 2
* Most flops, register: LDM.counter
* Total power divided by cell area: about 290 nW/um2
- The floorplan step records an initial core utilization of 52.5%.
- Die outline width: between 80 and 90 um
- Top Ports: 4
- Detailed-placement wirelength estimate: approximately 3500 um
- 35 endpoints have no timing constraint.
- Area of the chip: 7120 um2
* Worst EP arrival: 1230 ps
- Clk ins delay skew pair: between 300 and 400 ps
- Clock skew on the completed layout was measured at between 4 and 5 ps.
- Post-Syn Area: 3390 um2
* Gp weighted congestion: a little under 0.8
- The number of global-route vias before repair was roughly 2000.
- Post-synthesis cell count: about 330
- The tool warning count for the run is 30.
* Yosys cell count: around 330
- Grouping non-sequential cells by family puts the most area in simple AND/OR/NAND/NOR gates.
- Yosys mapped a number of flops with a built-in enable equal to 11.
- The final layout report lists a filler cell count of 571.
- Most common cell in the synthesized netlist: sky130_fd_sc_hd__dfxtp_1
- Post-synth top cells: 71 x sky130_fd_sc_hd__dfxtp_1, 29 x sky130_fd_sc_hd__nand2_1, 29 x sky130_fd_sc_hd__xnor2_1
- In the synthesized netlist the async set-or-reset flop fraction comes to 0%.
- Core Footprint: 6460 um2
- Unique cell types: 35
- Number of levels the H-tree was split into: 3
- Leakage power: 1.39 nW
- Die height: approximately 84 um
- Resized cells post-CTS: 0
- Area fraction in compound gates: under 10%
- Largest area contributor in the synthesized netlist: sky130_fd_sc_hd__dfxtp_1
* Kind of start point of the critical path: flip-flop
* Synth-to-Final Area Change: 8.67%
* Number of cells in the finished layout apart from fillers: 422
* Length of routed met3 wiring: ~170 um
- Looking at the critical path, the highest net fanout was 2.
* Mean post-synth cell area: roughly 10 um2
- Number of buffers inserted by post-CTS setup repair: 0
- The highest metal layer carrying signal wires in the routed design is met4.
* Biggest registers after layout: LDM.counter x31, clock x26, LDM.tx_buf x7
- Beginning of the worst register-to-register path: LDM.counter[0]
- The detailed router reports a met2 wire length of roughly 2100 um.
- In the final routed layout, each cell accounts on average for around 12 um.
* Total overflow reported by the global router: 0
* Num rows: 29
* Initial antenna violation count: 0
- Of the synthesized area, sequential elements account for 51.6%.
* Number of diodes added for antenna fixing: 0
- Largest register FFs: 31
- Peak supply drop: about 260 uV
* Crit path from: LDM.clock_reg_div_800
- Warning count from the yosys run: 2
- The end-of-flow timing check tallies setup violations at 0.
- In this run, the synthesized area fraction spent on adder and majority cells is recorded as 3.69%.
- At the worst endpoint, the required time is 3360 ps.
- Number of buffer cells added on primary ports: 3
* Share of cells above drive strength 1: ~7.0%
- After routing the design area is 3690 um2.
- Routed length on met1: approximately 2600 um
* Final Max-Slew Violation Tally: 0
- Post-synth top area share: 41.9%
- For this run, the chip area from Yosys synthesis comes to between 3000 and 4000 um2.
* Clock-pin slew on the worst setup and hold paths: approximately 70 ps
- Looking at the max-slew report, the worst-margin pin has a slew of just over 600 ps.
- By area the synthesized netlist is led by sky130_fd_sc_hd__dfxtp_1 42%, sky130_fd_sc_hd__edfxtp_1 9.7%, sky130_fd_sc_hd__xnor2_1 7.5%.
- Inst Count DP: a little over 400
- The portion of synthesized area spent on multiplexers is less than 1%.
- Shortest clock period the worst path allows after layout: between 2000 and 2500 ps
- Hold Vio Cnt, Final: 0
- The first detailed-routing pass took 20 iterations.
- Max Fclk: approximately 480 MHz
* Global routing usage summed across all routing layers: between 10% and 20%
- Clock root buffer master: sky130_fd_sc_hd__clkbuf_8
* Final cycle utilization of the critical path: about half
* Total CTS buffers: 9
- DRC violations left: 0
- TritonCTS built the clock tree.
* Area share of xor/xnor cells in the synthesized design: ~14%
* Flip-flop and latch count after synthesis: ~82
- Endpoint kind of the worst setup timing path: output port
* Placed cell areas: roughly 3500 um2
* Classification of the worst-slack hold path: reg -> reg
- Result of the run: finished, final reports clean
- Primary flip-flop cell chosen by synthesis mapping: sky130_fd_sc_hd__dfxtp_1
- Max cap viols: 0
* Core utilization of the finished layout: 57.1%
- Type of the setup path with the least slack: reg -> out
- Antenna violation net count after detailed routing: 0
- Hold timing on the final database bottoms out at a slack of approximately 360 ps.
- Detailed-route iteration 0 reported a violation count of about 79.
- And+or+nand+nor area frac: 24.3%
- The final layout reports a setup TNS of 0 ps.
- Setup repair after global routing missed its margin: false
- Per the detail_route report, the via count comes to about 2200.
- Worst min-delay path startpoint: clock[25]
* Total detailed-routing wirelength: 5000 um
-- critical path: stages, from the launching register on --
cell and delay [ps]:
sky130_fd_sc_hd__edfxtp_1 370, sky130_fd_sc_hd__and2_1 140, sky130_fd_sc_hd__clkdlybuf4s50_1 390
-- through the flow --
step	setup WS, ps	power [mW]
final	2130	1.07
after global routing	2070	1.11
after CTS	2100	1.08
after detailed placement	2310	0.573
after global placement	2320	0.573
after floorplan	2470	0.573
-- power by group --
part           switching, mW  internal (mW)
registers                  0          0.561
logic                      0              0
clock network          0.216          0.289
total                  0.216          0.850
-- worst paths after layout --
path	endpoint	slack, ps	cells after the start
setup / recovery	JA1	2130	2
hold / removal	cc	360	0
setup reg to reg	LDM.clock_reg_div_800	2290	4
hold reg to reg	cc	360	0
-- layer usage --
metal,up-vias,GRT usage [%]
met4,0,1.54
met3,3,3.78
li1,1164,-
met2,22,23.6
met5,-,0
met1,981,28.0
-- cells by family (layout without fill, tap and decap cells) --
group	after synthesis	count (layout)
AND/OR/NAND/NOR	147	147
flip-flops	82	82
XOR/XNOR	55	55
buffers and inverters	22	35
AND-OR/OR-AND	14	14
adder cells (fa/ha/maj)	10	10
multiplexers	2	2
-- layout by cell type (no fill, tap or decap), types with 3 or more instances in the layout --
cell and n:
sky130_fd_sc_hd__o21ai_0 5, sky130_fd_sc_hd__nor4_2 4, sky130_fd_sc_hd__nand2_1 29, sky130_fd_sc_hd__nor3_1 10
sky130_fd_sc_hd__nand4_1 16, sky130_fd_sc_hd__nor2b_1 4, sky130_fd_sc_hd__clkdlybuf4s50_1 3, sky130_fd_sc_hd__ha_1 10
sky130_fd_sc_hd__and2_1 3, sky130_fd_sc_hd__xnor2_1 29, sky130_fd_sc_hd__nor4_1 9, sky130_fd_sc_hd__inv_1 15
sky130_fd_sc_hd__nand3_1 24, sky130_fd_sc_hd__dfxtp_1 71, sky130_fd_sc_hd__clkbuf_8 10, sky130_fd_sc_hd__a21oi_1 3
sky130_fd_sc_hd__xor2_1 26, sky130_fd_sc_hd__and3_1 7, sky130_fd_sc_hd__edfxtp_1 11, sky130_fd_sc_hd__nor2_1 26
sky130_fd_sc_hd__and4_1 7
-- area by class of cell --
cell class	count	area, um2	share of cell area, %
sequential	82	1750	47.5
inverter	16	60.1	1.63
clock buffer	12	145	3.94
timing repair buffer	3	30.0	0.815
multi-input combinational	228	1550	42.1
clock inverter	4	50.0	1.36
tap	77	96.3	2.61
No activity file was given, so power comes from the tool's default toggle rates.
